<file path="./design.v">
module instructionMemory (address, currentInstruction);
	input wire [4:0] address;
	output reg [31:0] currentInstruction;
	reg [7:0] mem [255:0];
	initial
	begin
		mem[ 3] = 8'h21;	mem[ 2] = 8'h08;	mem[ 1] = 8'h00;	mem[ 0] = 8'h02;  
		mem[ 7] = 8'h01;	mem[ 6] = 8'h0a;	mem[ 5] = 8'h40;	mem[ 4] = 8'h20;  
		mem[11] = 8'had;	mem[10] = 8'h28;	mem[ 9] = 8'h00;	mem[ 8] = 8'h00;  
		mem[15] = 8'h08;	mem[14] = 8'h00;	mem[13] = 8'h00;	mem[12] = 8'h01;  
	end
	always @ (currentInstruction or address) 
	begin
		if (address == 5'bXXXXX) currentInstruction <= 32'hZZZZ_ZZZZ;
		else begin 
			currentInstruction[31:24] <= mem[address+3];
			currentInstruction[23:16] <= mem[address+2];
			currentInstruction[15: 8] <= mem[address+1];
			currentInstruction[ 7: 0] <= mem[address  ];
		end
	end
endmodule
</file>
<file path="./run.sh">
#!/bin/bash
# OpenROAD 26Q1-2900-gdf79404cd8, Yosys 0.63+post, stock flow scripts
make -C /OpenROAD-flow-scripts/flow DESIGN_CONFIG=/design/flow/config.mk WORK_HOME=/design/flow/orfs finish
</file>
<file path="./config.mk">
export PLATFORM = sky130hd
export DESIGN_NAME = instructionMemory
export DESIGN_NICKNAME = instructionMemory
export VERILOG_FILES = /design/flow/design.v
export SDC_FILE = /design/flow/constraint.sdc
export NUM_CORES = 4
export LEC_CHECK = 1
export CORE_AREA = 10 10 70 70
export DIE_AREA = 0 0 80 80
</file>
<file path="./constraint.sdc">
current_design instructionMemory

set clk_period 1.0
set clk_io_pct 0.2

create_clock -name clk0 -period $clk_period

set non_clock_inputs [all_inputs -no_clocks]
set_input_delay [expr $clk_period * $clk_io_pct] -clock clk0 $non_clock_inputs
set_output_delay [expr $clk_period * $clk_io_pct] -clock clk0 [all_outputs]
</file>
==> run_results.csv <==
group,metric,value,unit
status,status,"complete, but fails checks",
status,violations,"negative setup slack",
final_layout,syn_to_final_growth,141,%
floorplanning,die_area,0.00640,mm²
timing,rsz0062_at_grt,"true",
placed_design,portBuffers,32,
floorplanning,ios,37,
global_route,gr-total-overflow,0,
route,dr.pass1.iters,3,
timing,fin_crit,1.70,ns
final_layout,nFillCells,301,
global_route,groute.usage.overall,0.0779,
timing,final.period_utilization,1.70,
critical_path,worstPathRequired,0.80,ns
floorplanning,dieHeight,80,µm
placed_design,dp.cells,175,
critical_path,critPathKind,"primary input to output pin",
placed_design,gp_congestion,0.766,
route,antenna_cells,0,
logic_synthesis,syn_area_per_cell,7.59,µm²
global_route,grt_pass1_vias,899,
worst_hold_path,min_to,"currentInstruction[1]",
final_layout,nClkBuffers,0,
final_layout,seq_cell_count,0,
timing,timing.final.ws_setup,-0.703,ns
critical_path,arrival,1.50,ns
placed_design,dp.final_hpwl,1720,µm
placed_design,place_area,0.00120,mm²
final_layout,regArea,0,µm²
power_and_ir_drop,leakagePower,0.000799,µW
route,wl_per_cell,13.2,µm
global_route,grt_max_degree,11,
worst_hold_path,worstHoldStart,"address[3]",
timing,timing.fmax,587,MHz
global_route,grt_antenna_before_repair,0,
worst_hold_path,hold_depth,5,
global_route,grt_pass1_wl,4310,µm
route,vias,832,
logic_synthesis,ys_chip_area,691,µm²
clocking,ctsHoldBuffers,0,
floorplanning,core,0.00342,mm²
logic_synthesis,syn_area,691,µm²
route,drtIter0Drc,17,
timing,hold_violations,0,
route,postRouteAntennaNets,0,
placed_design,post-place-ws,-1.44,ns
logic_synthesis,synth_seq_share,0,
logic_synthesis,yosysCellCount,91,
route,vias_per_cell,4.10,
critical_path,critPathLaunchType,"primary input",
logic_synthesis,netlist_instances,91,
timing,maxSlewViolCount,0,
logic_synthesis,yosys_warnings,2,
final_layout,postLayoutCellArea,0.00166,mm²
run,warnings,45,
timing,hold_ws,0.902,ns
floorplanning,num_rows,21,
critical_path,worstPathMaxFanout,4,
final_layout,drive_gt1_frac,0.771,
logic_synthesis,synth.distinct_cells,24,
power_and_ir_drop,peakVddDrop,214,µV
final_layout,instances_no_fill,203,
power_and_ir_drop,cellPowerDensity,486,mW/mm²
route,drcViolationCount,0,
timing,setup_viol,28,
worst_hold_path,hp-class,"primary input to output pin",
route,drt-total-wl,2680,µm
floorplanning,fp_util,0.202,
critical_path,crit_path_end_kind,"output pin",
run,cap_viol_max_count,0,
floorplanning,die_x,80,µm
## per-stage QoR
step	util	TNS, ns	power [µW]
finish	0.487	-13.57	809
global route	0.487	-14.85	876
CTS	0.451	-14.44	716
detailed placement	0.353	-34.78	534
global placement	0.353	-34.40	530
floorplan	-	-4.50	289
## cells in the final DEF (no fill, tap or decap), types with 2 or more instances in the layout
master / netlist / routed
a21oi_4: 0 / 2
and2_4: 0 / 3
buf_12: 0 / 2
buf_2: 0 / 22
buf_4: 9 / 19
buf_6: 0 / 32
conb_1: 1 / 4
ha_1: 13 / 2
ha_4: 0 / 11
inv_2: 0 / 2
mux2_4: 0 / 5
mux2i_1: 14 / 11
mux2i_4: 0 / 2
nand2_1: 11 / 8
nand2_2: 0 / 2
nor2_1: 8 / 4
nor2_4: 0 / 3
nor3b_2: 0 / 2
o21ai_2: 0 / 2
## how the worst max path moves through the flow
| stage | slack [ns] | endpoint | start | cells after the start |
|---|---|---|---|---|
| 4_1_cts | -0.71 | currentInstruction[24] | address[2] | 7 |
| 5_1_grt | -0.74 | currentInstruction[24] | address[1] | 7 |
| 6_report | -0.70 | currentInstruction[24] | address[1] | 7 |
## critical path: stages
cell and delay (ns):
buf_6 0.10, buf_6 0.12, ha_4 0.18, a21oi_4 0.21, mux2i_1 0.26, mux2_4 0.32
buf_6 0.11
## layer usage
metal / GRT usage / up-vias / share of wire
met2: 0.146 / 14 / 0.51
li1: - / 422 / -
met4: 0 / 0 / 0
met1: 0.0939 / 396 / 0.44
met3: 0.0148 / 0 / 0.052
met5: 0 / - / 0
## where the power goes
part / internal, µW / switching [µW] / total [µW]
Combinational: 490 / 319 / 809
Sequential: 0 / 0 / 0
Clock: 0 / 0 / 0
## cell type report
type                       count  area, µm²  area share
inverter                       3       18.8      0.0113
multi-input combinational     76        905       0.544
tap                           46       57.6      0.0346
timing repair buffer          78        683       0.411
## logic make-up after synthesis
kind of cell / synth area share
buffers and inverters: 0.147
xor gates and xnor gates: 0.0471
AOI/OAI and AO/OA: 0.0706
other: 0.00543
adders and majority gates: 0.236
muxes: 0.284
and+or+nand+nor: 0.210
## cell usage after synthesis (all sizes together), types with 2 or more instances
master | number | share of area
mux2i | 14 | 0.20
ha | 13 | 0.24
nand2 | 11 | 0.060
buf | 9 | 0.098
nor2 | 8 | 0.043
clkbuf | 6 | 0.033
mux2 | 5 | 0.082
a21oi | 4 | 0.034
and2 | 3 | 0.027
inv | 3 | 0.016
o21ai | 3 | 0.022
nor3b | 2 | 0.022
## what timing repair did
item / 4_1_cts / 5_1_grt
buffers inserted: 26 / 5
endpoints found under the setup margin: 28 / 28
gates cloned: 0 / 0
endpoints found under the hold margin: 0 / 0
pin swaps: 23 / 15
gates resized: 153 / 28
Power is estimated from default activity; no workload was simulated.
