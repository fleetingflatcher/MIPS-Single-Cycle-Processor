==> /design/flow/config.mk <==
export PLATFORM = sky130hd
export DESIGN_NAME = mux_32b
export DESIGN_NICKNAME = mux_32b
export VERILOG_FILES = /design/flow/design.v
export SDC_FILE = /design/flow/constraint.sdc
export NUM_CORES = 4
export LEC_CHECK = 1
export CORE_AREA = 10 10 71 71
export DIE_AREA = 0 0 81 81
==> /design/flow/constraint.sdc <==
current_design mux_32b

set clk_period 1.0
set clk_io_pct 0.2

create_clock -name clk0 -period $clk_period

set non_clock_inputs [all_inputs -no_clocks]
set_input_delay [expr $clk_period * $clk_io_pct] -clock clk0 $non_clock_inputs
set_output_delay [expr $clk_period * $clk_io_pct] -clock clk0 [all_outputs]
==> /design/flow/design.v <==
module mux_5b (a, b, sel, out);
	input wire [4:0] a;
	input wire [4:0] b;
	input wire sel;
	output wire [4:0] out;
	assign out = (sel) ? b : a;
endmodule
module mux_32b (a, b, sel, out);
	input wire [31:0] a;
	input wire [31:0] b;
	input wire sel;
	output wire [31:0] out;
	assign out = (sel) ? b : a;
endmodule
==> /design/flow/run.sh <==
#!/bin/bash
# OpenROAD 26Q1-2900-gdf79404cd8, Yosys 0.63+post, stock flow scripts
make -C /OpenROAD-flow-scripts/flow DESIGN_CONFIG=/design/flow/config.mk WORK_HOME=/design/flow/orfs finish
==> impl_metrics.py <==
# Flow results
metrics = {
    "status": {
        "status": "complete, but fails checks",
        "failed_checks": "setup timing",
    },
    "finish": {
        "n_sequential_cell": 0,
        "layout.area.seq_um2": 0,
        "syn_to_final_growth_pct": 192,
        "share_of_cells_above_drive_strength_1_pct": 54.0,
        "clockBufferCount": 0,
    },
    "setup_path": {
        "cell_by_cell_trace_of_the_critical_path": "buf_12 > buf_12 > buf_12 > mux2_4 > buf_6",
        "wp_buf_inv": 4,
        "maximum_fanout_encountered_on_the_critical_timing_path": 6,
        "crit_path_cell_count": 5,
        "critical_path.startpoint": "sel",
        "timing.critical_path.required_ps": 800,
        "most_repeated_library_cell_on_the_critical_path": "sky130_fd_sc_hd__buf_12",
        "critPathSlowestCell": "sky130_fd_sc_hd__mux2_4",
        "critical_path.endpoint": "out[4]",
        "critical-path-top-delay-family": "buffers and inverters",
        "crit_path_max_incr_delay_ps": 290,
        "kind_of_capture_point_of_the_worst_setup_path": "output pin",
        "worst-endpoint-arrival_ps": 980,
        "worstSetupStartpointType": "input port",
        "worst_setup_path_category": "input port to output pin",
    },
    "placement": {
        "place_ws_ps": -512,
        "portBuffers": 97,
        "gp_congestion": 0.832,
        "dp_hpwl_mm": 2.50,
    },
    "yosys": {
        "synth-warning-count": 0,
        "ys_chip_area_um2": 544,
        "topCombFamilyByArea": "multiplexers",
        "post_synth_ao_oa_area_fraction_pct": 0,
        "syn_area_um2": 544,
        "post_synth_fa_ha_maj_area_fraction_pct": 0,
        "yosysTopAreaCellShare_pct": 82.8,
        "ys_top_cells_by_count": "sky130_fd_sc_hd__mux2_4 (30), sky130_fd_sc_hd__buf_12 (3), sky130_fd_sc_hd__mux2_2 (2), sky130_fd_sc_hd__buf_6 (1)",
        "synth_top_cell_by_area": "sky130_fd_sc_hd__mux2_4",
        "synth.yosys.num_cells": 36,
        "netlist-cell-type-count": 4,
        "yosys.area_share.xor_xnor_pct": 0,
        "synthesis.instances": 36,
        "synthTopCellsByArea": "sky130_fd_sc_hd__mux2_4 (83%), sky130_fd_sc_hd__buf_12 (11%), sky130_fd_sc_hd__mux2_2 (4.1%)",
        "synth_simple_gate_area_share_pct": 0,
        "synth_seq_share_pct": 0,
        "synth_area_per_cell_um2": 15.1,
        "mux_share_pct": 86.9,
        "synthMostInstantiatedCell": "sky130_fd_sc_hd__mux2_4",
    },
    "grt": {
        "maximum_number_of_pins_on_one_net_before_global_route_repair": 11,
        "groute.usage.overall_pct": 7.79,
        "gr-total-overflow": 0,
        "first_pass_grt_wire_length_mm": 4.14,
        "initial_antenna_violation_count": 0,
        "grt_pass1_vias": 764,
    },
    "sta": {
        "tightest_slew_ps": 87.0,
        "count_of_endpoints_failing_hold_in_the_final_timing_report": 0,
        "fmax_mhz": 848,
        "rsz0062_at_grt": "yes",
        "slew-limit-headroom_pct": 94.2,
        "tcrit_tclk_final_pct": 118,
        "post_route_setup_tns_ps": -3300,
        "maxSlewViolCount": 0,
        "setup_viol_count_final": 32,
        "period_needed_ps": 1180,
        "worst_slack_ps": -179,
    },
    "routing": {
        "final_antenna_net_count": 0,
        "n_antenna_cell": 0,
        "remaining_drc_errors": 0,
        "routedWlPerCell_um": 15.4,
        "drt-total-wl_mm": 2.88,
        "drt-initial-drc-count": 3,
        "routed_via_density": 3.82,
        "detail_route.first_pass.iterations": 2,
        "via_count": 715,
    },
    "run": {
        "number_of_maximum_capacitance_violations": 0,
        "openroad.warnings": 34,
    },
    "clocking": {
        "cts_hold_buffers": 0,
    },
    "power": {
        "powerDensity_nw_per_um2": 392,
        "leakage_nw": 0.872,
        "ir_worst_vdd_v": 0.000169,
    },
    "floorplan": {
        "top_level_ports": 97,
        "floorplan.initialDensity_pct": 15.0,
        "row_count": 22,
        "die_w_um": 81,
        "core_area_um2": 3630,
        "dieHeight_um": 81,
        "die_area_um2": 6560,
    },
    "min_path": {
        "hold_removal_path_class": "input port to output pin",
    },
}
-- layout make-up --
cell class         count  area [µm²]
multi-input cells     32         477
fillers              357        2040
repair buffers       107        1050
well taps             48        60.1
-- worst min-delay path by stage --
stage / from / end / cells after the start
after CTS: sel / out[29] / 3
after global routing: a[29] / out[29] / 3
final: b[29] / out[29] / 3
-- worst min-delay path: stages --
cell and delay, ps:
sky130_fd_sc_hd__dlymetal6s2s_1 80, sky130_fd_sc_hd__mux2_4 130, sky130_fd_sc_hd__buf_2 80
-- metrics by stage --
stage	hold WS (ps)	power (W)	area [µm²]	std cells	util [%]
finish	691	0.000624	1590	187	43.8
floorplan	498	0.000206	544	36	-
global placement	1170	0.000656	1540	179	42.4
global route	717	0.000666	1590	187	43.8
detailed placement	1190	0.000661	1540	179	42.4
CTS	751	0.000614	1540	186	42.3
-- power breakdown --
part / switching [W] / total (W) / internal (W)
clock network: 0 / 0 / 0
registers: 0 / 0 / 0
logic: 0.000137 / 0.000624 / 0.000487
-- kinds of logic (layout without fill, tap and decap cells) --
kind of cell	after synthesis	in the layout
multiplexers	32	32
buffers and inverters	4	107
-- what timing repair did --
action	CTS	global route
gates cloned	2	0
buffers inserted	5	1
hold endpoints to repair	0	0
endpoints found under the setup margin	32	32
pin swaps	0	0
gates resized	171	10
-- placed cells by master (no fill, tap or decap) --
cell type / count
sky130_fd_sc_hd__buf_4: 1
sky130_fd_sc_hd__buf_16: 2
sky130_fd_sc_hd__dlygate4sd2_1: 51
sky130_fd_sc_hd__buf_2: 13
sky130_fd_sc_hd__clkdlybuf4s50_1: 9
sky130_fd_sc_hd__buf_6: 23
sky130_fd_sc_hd__mux2_4: 31
sky130_fd_sc_hd__buf_12: 4
sky130_fd_sc_hd__dlymetal6s2s_1: 4
sky130_fd_sc_hd__mux2_2: 1
-- per-layer routing --
layer / global-route usage, % / part of all wire (%) / vias to the layer above
met5: 0 / 0 / -
met4: 0 / 0 / 0
met3: 2.78 / 12 / 0
met2: 14.3 / 50 / 50
met1: 9.03 / 37 / 320
li1: - / - / 345
No activity file was given, so power comes from the tool's default toggle rates.
