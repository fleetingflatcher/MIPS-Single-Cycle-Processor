## flow/config.mk

```make
export PLATFORM = sky130hd
export DESIGN_NAME = ALU
export DESIGN_NICKNAME = ALU
export VERILOG_FILES = /design/flow/design.v
export SDC_FILE = /design/flow/constraint.sdc
export NUM_CORES = 4
export LEC_CHECK = 1
export CORE_UTILIZATION = 30
```

## flow/constraint.sdc

```tcl
current_design ALU

set clk_period 19.4
set clk_io_pct 0.2

create_clock -name clk0 -period $clk_period

set non_clock_inputs [all_inputs -no_clocks]
set_input_delay [expr $clk_period * $clk_io_pct] -clock clk0 $non_clock_inputs
set_output_delay [expr $clk_period * $clk_io_pct] -clock clk0 [all_outputs]
```

## flow/design.v

```verilog
module ALU (operand1, operand2, aluOperationCode, isZero, result);
	input wire [31:0] operand1;
	input wire [31:0] operand2;
	input wire [2:0] aluOperationCode;
	output reg isZero;
	output reg [31:0] result;
	always @ (operand1 or operand2 or aluOperationCode)
	begin
	    case (aluOperationCode)
	    	3'b000: 	 
			begin
	    	    result = operand1 & operand2;
			end
	    	3'b001: 	 
			begin
	    	    result = operand1 | operand2;
			end
	    	3'b010: 	 
			begin
	    	    result = operand1 + operand2;
			end
	    	3'b110: 	 
			begin
	    	    result = operand1 - operand2;
			end
	    	3'b111: 	 
			begin
	    	    result = operand1 < operand2;  
			end
	    	default:
	    	    result = 32'hZZZZ_ZZZZ;
		endcase
		if (result == 0) isZero = 1'b1;
		else isZero = 1'b0;
	end
endmodule
```

## flow/run.sh

```bash
#!/bin/bash
# OpenROAD 26Q1-2900-gdf79404cd8, Yosys 0.63+post, stock flow scripts
make -C /OpenROAD-flow-scripts/flow DESIGN_CONFIG=/design/flow/config.mk WORK_HOME=/design/flow/orfs finish
```

==> results.txt <==
flow finished, numbers: status complete, no violations, Hold WC Path Type in -> out, Yosys Instances 838, top area contributor share 24.2%, vias 6,352, yosys synthesis chip area 5430 sq um, postcts setup bufs 0, Cell Chain, Critical Path clkdlybuf4s50_1 -> inv_1 -> ha_1 -> inv_1 -> a211oi_1 -> a21oi_2 -> o31ai_2 -> nor3_1 -> or2_1 -> xnor2_1 -> a221o_1 -> or4_1 -> nor3_1 -> nor4bb_1 -> and4bb_1 -> clkdlybuf4s50_1, post-cts hold buffer count 0, share of cells above drive strength 1 3.01%, fin util 37.6%, FP Core Util 31.1%, die area 18,600 sq um, crit path DRT 15.52 ns, RSZ-0062 raised after global routing no, routed len/inst between 15 and 20 um, Die Y 137 um, iteration tally of the first detailed-router pass 5, Worst Setup EP isZero, min Tclk post-route 12.79 ns, antenna violations before repair 0, CP Depth 16, register share after synthesis 0%, layout clock buffer count 0, met3 usage 1.06%, critical path type in -> out, # rows 48, cell taking the most area after synthesis ha_1, Core ar. 17,500 sq um, Setup violations, final 0, Area growth syn-to-layout 21.0%, Yosys cell types 73, family with the most delay on the worst path AND-OR/OR-AND gates, slowest CP cell o31ai_2, Synth Instances around 840, Final Hold Slack 8.78 ns, DRC 0, fin crit share 65.9%, Power Density 30.7 nW/um^2, crit end category output port, area of the mapped netlist 5430 sq um, DPL Wire Length 16,600 um, Final Hold Viols 0, top cells by area ha_1 24%, a21oi_1 8.1%, inv_1 6.5%, nor2_1 5.9%, xnor2_1 5.3%, ANT nets after route 0, number of port buffers 100, max-slew violations 0, tool warning count 105, synthesis warning total 2, Max Fanout on Critical Path 9, cell with the most instances after synthesis ha_1, largest net degree at the start of global routing 58, Final GP Congestion 0.978, Largest stage delay, worst path 0.63 ns, Seq cells 0, Pleak 2.80 nW, max cap viols 0, GRT Util Overall 22.6%, I/O pins 100, die width around 140 um, WL final approximately 21,000 um, number of vias per cell 5.67, Worst EP arrival 8.91 ns, Starting DRT DRC Count between 600 and 700, top cells by instance count after synthesis 105 x ha_1, 94 x inv_1, 88 x a21oi_1, gr ovfl total 0, met1 Track Usage GR between 30% and 40%, TNS Setup 0 ns, GR Util met2 a little under two fifths, worst slew pin tran 0.780 ns, startpoint type of the worst setup path input pin, Flop area 0 sq um, vias in the first global route 5,604, CP bufs+invs 4, first-pass GRT wire length 32,300 um, antenna diode count 0, Syn Area/Cell between 6 and 7 sq um, maximum VDD drop 0.0000129 V, CP startpoint operand1[5], Max Clk Rate just under 80 MHz, Slew HR 47.8%, Resized cells post-CTS 0, gr busiest metal met2
worst min path at each step:
stage	slack, ns	from	cells after the start	to
4_1_cts	8.82	aluOperationCode[1]	5	result[1]
5_1_grt	8.89	aluOperationCode[1]	5	result[1]
6_report	8.78	aluOperationCode[1]	5	result[1]
area by class of cell:
| type | count | area, sq um |
|---|---|---|
| fill | 1862 | 10900 |
| multi-input combinational | 690 | 4860 |
| timing repair buffer | 109 | 1060 |
| inverter | 97 | 364 |
| tap | 225 | 282 |
power by group:
part	leakage [nW]	switching, mW	internal (mW)
Combinational	2.80	0.116	0.0851
Clock	0	0	0
Sequential	0	0	0
Total	2.80	0.116	0.0851
cells by family (layout without fill, tap and decap cells):
kind of cell / count (synthesis) / after routing / synth area share [%]
AND-OR/OR-AND: 293 / 293 / 35.7
XOR/XNOR: 37 / 37 / 5.97
adder cells (fa/ha/maj): 107 / 107 / 24.9
buffers and inverters: 148 / 206 / 10.6
multiplexers: 5 / 5 / 0.945
AND/OR/NAND/NOR: 248 / 248 / 21.9
per-stage QoR:
stage          power, mW  instance area (sq um)  cells  worst slack (ns)
5_1_grt            0.219                   6570   1121              6.37
2_1_floorplan      0.123                   5430    838              8.47
6_report           0.202                   6570   1121              6.61
3_5_place_dp       0.198                   6570   1121              6.67
4_1_cts            0.199                   6570   1121              6.65
3_3_place_gp       0.200                   6570   1121              6.72
cell usage in the layout (no fill, tap or decap), types with 11 or more instances in the layout:
master / n
a21oi_1: 88
ha_1: 105
nor4_1: 13
inv_1: 94
nand3_1: 20
o31ai_1: 19
nor3_1: 22
nor2_1: 85
xnor2_1: 33
nand4_1: 11
a31oi_1: 18
nand2_1: 52
o221ai_1: 11
clkdlybuf4s50_1: 99
o21bai_1: 14
o21ai_0: 45
routing by layer:
metal	up-vias	share of wire, %
met1	2908	46
li1	3129	-
met4	0	1.8
met2	284	45
met5	-	0
met3	31	6.7
Power and IR drop assume default switching activity.
